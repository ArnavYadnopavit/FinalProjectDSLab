==> flow/design.v <==
module Traffic_Controller(
    input clk, rst, Emergency_left, Emergency_right,
    output reg T1_Red, T1_Green, T1_Yellow, T1_Orange, T1_Right,
    output reg T2_Red, T2_Green, T2_Yellow, T2_Orange, T2_Left,
    output reg T1_WALK, T2_WALK, Buzzer_Walk
);
    parameter RED = 0;
    parameter YELLOW = 1;
    parameter GREEN = 2;
    parameter ORANGE = 3;
    parameter GREEN_WITH_TURN = 4;
    parameter RED_TIME = 60;
    parameter GREEN_TIME = 20;
    parameter TURN_TIME = 10;
    parameter YELLOW_TIME = 5;
    parameter ORANGE_TIME = 10;
    parameter BUZZER_TIME = 5;
    parameter EMERGENCY_TIME = 10;
    reg [2:0] state_t1;
    reg [2:0] state_t2;
    reg [5:0] timer_t1;
    reg [5:0] timer_t2;
    reg emergency;
    reg [3:0] emergency_timer;
    always @(posedge clk or posedge rst) begin
        if (rst) begin
            emergency <= 0;
            emergency_timer <= 0;
        end else begin
            if ((Emergency_left || Emergency_right) && !emergency) begin
                emergency <= 1;
                emergency_timer <= EMERGENCY_TIME;
            end else if (emergency && emergency_timer > 0) begin
                emergency_timer <= emergency_timer - 1;
                if (emergency_timer == 1) begin
                    emergency <= 0;
                end
            end
        end
    end
    always @(posedge clk or posedge rst) begin
        if (rst) begin
            state_t1 <= RED;
            timer_t1 <= RED_TIME;
        end else if (!emergency) begin
            if (timer_t1 > 0) timer_t1 <= timer_t1 - 1;
            else begin
                case (state_t1)
                    RED: begin
                        state_t1 <= GREEN;
                        timer_t1 <= GREEN_TIME;
                    end
                    GREEN: begin
                        state_t1 <= GREEN_WITH_TURN;
                        timer_t1 <= TURN_TIME;
                    end
                    GREEN_WITH_TURN: begin
                        state_t1 <= ORANGE;
                        timer_t1 <= ORANGE_TIME;
                    end
                    ORANGE: begin
                        state_t1 <= YELLOW;
                        timer_t1 <= YELLOW_TIME;
                    end
                    YELLOW: begin
                        state_t1 <= RED;
                        timer_t1 <= RED_TIME;
                    end
                endcase
            end
        end
    end
    always @(posedge clk or posedge rst) begin
        if (rst) begin
            state_t2 <= GREEN_WITH_TURN;
            timer_t2 <= TURN_TIME;
        end else if (!emergency) begin
            if (timer_t2 > 0) timer_t2 <= timer_t2 - 1;
            else begin
                case (state_t2)
                    RED: begin
                        if (state_t1 != GREEN && state_t1 != GREEN_WITH_TURN) begin
                            state_t2 <= GREEN;
                            timer_t2 <= GREEN_TIME;
                        end
                    end
                    GREEN: begin
                        state_t2 <= GREEN_WITH_TURN;
                        timer_t2 <= TURN_TIME;
                    end
                    GREEN_WITH_TURN: begin
                        state_t2 <= ORANGE;
                        timer_t2 <= ORANGE_TIME;
                    end
                    ORANGE: begin
                        state_t2 <= YELLOW;
                        timer_t2 <= YELLOW_TIME;
                    end
                    YELLOW: begin
                        state_t2 <= RED;
                        timer_t2 <= RED_TIME;
                    end
                endcase
            end
        end
    end
always @(*) begin
    {T1_Red, T1_Green, T1_Yellow, T1_Orange, T1_Right} = 0;
    {T2_Red, T2_Green, T2_Yellow, T2_Orange, T2_Left} = 0;
    T1_WALK = 0;
    T2_WALK = 0;
    Buzzer_Walk = 0;
    if (emergency) begin
         T1_Red <= 1;
        if (Emergency_right)begin
             T2_Red <= 1;end
    end else begin
        case (state_t1)
            RED: T1_Red = 1;
            GREEN: T1_Green = 1;
            GREEN_WITH_TURN: begin T1_Green = 1; T1_Right = 1; end
            ORANGE: T1_Orange = 1;
            YELLOW: T1_Yellow = 1;
        endcase
        case (state_t2)
            RED: T2_Red = 1;
            GREEN: T2_Green = 1;
            GREEN_WITH_TURN: begin T2_Green = 1; T2_Left = 1; end
            ORANGE: T2_Orange = 1;
            YELLOW: T2_Yellow = 1;
        endcase
        if (state_t1 == RED || state_t1 == YELLOW)
            T1_WALK = 1;
        if (state_t2 == RED || state_t2 == YELLOW)
            T2_WALK = 1;
        if (((state_t1 == RED || state_t1 == YELLOW) && timer_t1 <= BUZZER_TIME) ||
            ((state_t2 == RED || state_t2 == YELLOW) && timer_t2 <= BUZZER_TIME))
            Buzzer_Walk = 1;
    end
end
endmodule
==> flow/run.sh <==
#!/bin/bash
# OpenROAD 26Q1-2900-gdf79404cd8, Yosys 0.63+post, stock flow scripts
make -C /OpenROAD-flow-scripts/flow DESIGN_CONFIG=/design/flow/config.mk WORK_HOME=/design/flow/orfs finish
==> flow/config.mk <==
export PLATFORM = sky130hd
export DESIGN_NAME = Traffic_Controller
export DESIGN_NICKNAME = Traffic_Controller
export VERILOG_FILES = /design/flow/design.v
export SDC_FILE = /design/flow/constraint.sdc
export NUM_CORES = 4
export LEC_CHECK = 1
export CORE_AREA = 10 10 104 104
export DIE_AREA = 0 0 114 114
==> flow/constraint.sdc <==
current_design Traffic_Controller

set clk_period 2.9
set clk_io_pct 0.2

create_clock -name clk0 -period $clk_period [get_ports {clk}]

set non_clock_inputs [all_inputs -no_clocks]
set_input_delay [expr $clk_period * $clk_io_pct] -clock clk0 $non_clock_inputs
set_output_delay [expr $clk_period * $clk_io_pct] -clock clk0 [all_outputs]
==> flow_summary.toml <==
# implementation run metrics
[outcome]
status = "finished, final reports clean"

[final_layout]
final_util = 0.235
final-comb-area_um2 = 945
layout-drive-gt1-share = 0.153
synthToLayoutAreaGrowth_pct = 19.2
register_area_um2 = 686
fillers = 961
stdcell_count = 310
final_area_um2 = 2040

[yosys]
synth-seq-cells = 27
ys_dominant_reg_cell = "sky130_fd_sc_hd__dfrtp_1"
post_synth_inst_count = 186
synth_top_cell_by_area = "sky130_fd_sc_hd__dfrtp_1"
ys_cells = 186
syn-cell-area_um2 = 1710
yosys_warnings = 1
top_area_frac = 0.278
synth-seq-area-share = 0.401
common_cells = "20 x sky130_fd_sc_hd__nand2_1, 19 x sky130_fd_sc_hd__dfrtp_1, 13 x sky130_fd_sc_hd__inv_1, 13 x sky130_fd_sc_hd__nor2_1"
synth-area-yosys_um2 = 1710
synthDistinctLibCells = 51
synth-edff-count = 0
syn_area_per_cell_um2 = 9.20
postSynth.asyncResetShare = 1.00
yosys-top-cells-area = "sky130_fd_sc_hd__dfrtp_1 28%, sky130_fd_sc_hd__dfstp_2 12%, sky130_fd_sc_hd__ha_1 5.8%"
yosys.cell_count.top_type = "sky130_fd_sc_hd__nand2_1"

[power]
cellPowerDensity_nw_per_um2 = 470
vdd_ir_drop_max_uv = 197
leakage_nw = 0.841
p_total_w = 0.000959

[timing]
fraction_of_the_cycle_the_final_worst_path_needs = 0.879
final_max_slew_viol_count = 0
slew_at_the_pin_closest_to_its_max_slew_limit_ps = 601
timing_hold_violations_final = 0
fmax_ghz = 0.392
fin_crit_ps = 2550
fin_tns_setup_ps = 0
total_setup_violations_reported_at_the_end_of_the_flow = 0
slew_headroom = 0.599
grt_setup_unrepaired = "no"
clock_skew_ps = 7.79

[setup_path]
worst-endpoint-required_ps = 2320
cpLargestDelayFamily = "buffers and inverters"
crit_arrival_ps = 1970
cp-start-kind = "flip-flop"
worst_setup_path_end_kind = "primary output"
criticalPathCategory = "flip-flop to primary output"
cp.buffers_inverters = 1
timing.reg2reg.setup_slack_ps = 1050
critical_path.cell_chain = "nor2_1 > nor4_1 > o31ai_1 > a21oi_1 > clkdlybuf4s50_1"
worst_path_max_delay_cell = "sky130_fd_sc_hd__clkdlybuf4s50_1"
critical_path.max_stage_delay_ps = 510
worst-path-max-fanout = 8

[placement]
area_after_detailed_placement_um2 = 1990
cell_count_after_placement = 306
gp_routability_congestion = 0.831
port_buffers = 16
detailed_place_hpwl_mm = 2.82

[job]
warnings = 30
cap_violations = 0

[global_routing]
antenna_violations_before_repair = 0
grt_start_max_net_pins = 28
first_global_vias = 1323
globalRoute.totalOverflow = 0
grt_first_pass_wirelength_mm = 6.56
grt_usage = 0.0594

[clocking]
cts_tree = "done"
ctsHtreeMaxLevel = 1
cts_num_sinks = 27
clock-root-buffer = "sky130_fd_sc_hd__clkbuf_8"
clock_tree.buffer_depth = 2
postCtsResizedCells = 0
cts_setup_buffers = 0
cts_hold_buffers = 0
num_cts_buffers = 3
clkLatencyLatePin_ps = 270
post_cts_clock_slew_at_the_launch_and_capture_registers_of_the_worst_setup_and_hold_paths_ps = 90

[route]
met3_length_um = 274
route.antenna.remaining_nets = 0
remaining_drc_errors = 0
route.vias.total = 1409
avgRoutedWirePerCell_um = 12.2
drt_pass1_iterations = 4
drt_iter0_drc = 119
wl_met1_mm = 1.86
met2_wl_mm = 1.61
totalWireLength_mm = 3.78
num_antenna_cells = 0
topRoutingLayerUsed = "met4"
drt-vias-per-instance = 4.55

[die]
top_level_ports = 17
effective_utilization_at_floorplan = 0.197
die.size.y_um = 114
design.die.area_um2 = 13000
die-width_um = 114
design.core.area_um2 = 8680
placementRows = 34

[hold_path]
worst_min_delay_path_class = "flip-flop to flip-flop"
==> cell families (layout without fill, tap and decap cells) <==
kind of cell	count (synthesis)	after routing	share of synthesized area
xor+xnor	2	2	0.0102
simple gates	71	71	0.212
flops	27	27	0.401
mux	7	7	0.0453
compound gates	51	51	0.226
buf+inv	20	36	0.0475
fa+ha+maj	8	8	0.0585
==> cell type report <==
| cell class | count | share of cell area |
|---|---|---|
| clock buffers | 3 | 0.0202 |
| clock inverters | 1 | 0.00245 |
| inverters | 14 | 0.0258 |
| multi-input cells | 139 | 0.463 |
| flip-flops and latches | 27 | 0.336 |
| well taps | 108 | 0.0663 |
| repair buffers | 18 | 0.0859 |
==> through the flow <==
stage          hold slack [ps]  worst slack [ps]
6_report                   495               351
5_1_grt                    525               125
4_1_cts                    496               330
3_5_place_dp               482               533
3_3_place_gp               474               514
2_1_floorplan              465              1260
==> sequential cells by signal (all words and copies together) (netlist names) <==
signal and count:
state_t1 5, state_t2 5, timer_t2 6, timer_t1 6
emergency_timer 4, emergency 1
==> worst min-delay path, stage by stage, from the launching register on <==
cell                      delay (ps)
sky130_fd_sc_hd__dfstp_2         400
sky130_fd_sc_hd__nand2_1          50
sky130_fd_sc_hd__nand2_1          50
==> placed cells by master, fill, tap and decap left out, drive strengths merged, types with 2 or more instances in the layout <==
master / Yosys / final
nor3: 13 / 13
mux2: 6 / 6
buf: 5 / 2
ha: 8 / 8
inv: 13 / 13
clkinv: 1 / 2
nor2: 15 / 15
or2: 2 / 2
and2: 2 / 2
a22oi: 4 / 4
clkdlybuf4s50: 0 / 16
and3: 3 / 3
a21o: 2 / 2
a31o: 2 / 2
o41ai: 4 / 4
dfrtp: 19 / 19
o31ai: 4 / 4
o211ai: 3 / 3
clkbuf: 1 / 3
nand2: 20 / 20
o21ai: 13 / 13
o311ai: 2 / 2
dfstp: 8 / 8
or3: 2 / 2
a21oi: 4 / 4
a211o: 2 / 2
nand3: 4 / 4
nor2b: 6 / 6
==> power by group <==
part           internal, W  switching [W]  leakage, nW  total (W)
Clock            0.0000964       0.000121       0.0255   0.000217
Sequential        0.000412      0.0000648        0.334   0.000477
Combinational     0.000120       0.000145        0.481   0.000265
==> layer usage <==
layer,vias to the layer above,track usage
met5,-,0
met1,661,0.0880
li1,713,-
met3,2,0.0191
met4,0,0.00418
met2,33,0.0862
==> final timing paths <==
kind | cells past startpoint | endpoint | startpoint
max reg2reg | 4 | timer_t2[3] | emergency
max | 5 | Buzzer_Walk | state_t2[3]
min in group asynchronous | 3 | emergency_timer[2] | rst
min | 2 | state_t2[0] | state_t2[0]
max in group asynchronous | 3 | timer_t2[1] | rst
min reg2reg | 2 | state_t2[0] | state_t2[0]
No activity file was given, so power comes from the tool's default toggle rates.
